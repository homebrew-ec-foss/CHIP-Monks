==> ./design.v <==
    `timescale 1ns / 1ps
    module chip8_cpu (
        input wire clk,
        input wire reset,
        input wire [7:0] mem_data_in,
        input wire [15:0] key_pressed,
        output reg mem_read,
        output reg [11:0] mem_addr_out,
        output reg [7:0] mem_data_out,
        output reg mem_write,
        output reg [3:0] flag
    );
        reg [11:0]    pc;
        reg [11:0]    I;
        reg [7:0]     V[0:15];
        reg [15:0]    opcode;
        reg [3:0]     state;
        reg [3:0]     pc_data;
        reg [11:0]    stack[0:15];
        reg [7:0]     opcode_fh;
        reg [7:0]     opcode_sh;
        reg [7:0]     delay_timer,sound_timer; 
        reg [20:0]    one_hz;
        reg [3:0]     i;
        localparam FETCH1 = 0;
        localparam FETCH1_WAIT = 1;
        localparam FETCH2 = 2;
        localparam FETCH2_WAIT = 3;
        localparam LASTFETCH = 4;
        localparam EXECUTE = 5;
        localparam LASTFETCH_WAIT = 6;
        localparam STORE = 7;
        localparam RETRIEVE = 8;
        localparam RETRIEVE_WAIT = 9;
        always @(posedge clk or posedge reset) begin
            if(reset) begin
                pc <= 12'h200;
                state <= FETCH1;
                opcode <= 0;
                I <= 12'd0;
                opcode_fh <= 0;
                opcode_sh <= 0;
                mem_read <= 0;
                mem_write <= 0;
                delay_timer <= 0;
                pc_data <= 0;
                one_hz <= 0;
                sound_timer <= 0;
            end else begin
                if (one_hz == 833333) begin  
                    one_hz <= 0;
                    if (delay_timer > 0)
                        delay_timer <= delay_timer - 1;
                    if (sound_timer > 0)
                        sound_timer <= sound_timer - 1;
                end else begin
                    one_hz <= one_hz + 1;
                end
                mem_read <= 0;
                mem_write <= 0;
            case(state)
                FETCH1: begin
                    flag <= 4'h0;  
                    mem_addr_out <= pc;
                    mem_read <= 1;
                    state <= FETCH1_WAIT;
                end
                FETCH1_WAIT: begin
                    state <= FETCH2;
                end
                FETCH2: begin
                    flag <= 4'h1;  
                    opcode_fh <= mem_data_in;
                    mem_addr_out <= pc + 1;
                    mem_read <= 1;
                    state <= FETCH2_WAIT;
                end
                FETCH2_WAIT: begin
                    state <= LASTFETCH;
                end
                LASTFETCH: begin
                    flag <= 4'h2;  
                    opcode_sh <= mem_data_in;
                    state <= LASTFETCH_WAIT;
                end 
                LASTFETCH_WAIT: begin
                    opcode <= {opcode_fh, opcode_sh};
                    state <= EXECUTE;
                end
                EXECUTE: begin
                    flag <= 4'h3;  
                    case(opcode[15:12])                     
                        4'h6: begin
                            V[opcode[11:8]] <= opcode[7:0];
                            pc <= pc + 2;
                            state <= FETCH1;
                        end
                        4'h7: begin
                            V[opcode[11:8]] <= V[opcode[11:8]] + opcode[7:0];
                            pc <= pc + 2;
                            state <= FETCH1;
                        end
                        4'h1: begin
                            flag <= 4'h4;
                            pc <= opcode[11:0];
                            state <= FETCH1;
                        end 
                        4'h2: begin
                            stack[pc_data] <= pc + 2;
                            pc <= opcode[11:0];
                            pc_data <= pc_data + 1;
                            state <= FETCH1;
                        end
                        4'h9: begin
                            if (V[opcode[11:8]] != V[opcode[7:4]])
                                pc <= pc + 4;
                            else
                                pc <= pc + 2;
                            state <= FETCH1;
                        end
                        4'h5: begin
                            if (V[opcode[11:8]] == V[opcode[7:4]])
                                pc <= pc + 4;
                            else
                                pc <= pc + 2;
                            state <= FETCH1;
                        end
                        4'h3: begin
                            if (V[opcode[11:8]] == opcode[7:0])
                                pc <= pc + 4;
                            else 
                                pc <= pc + 2;
                            state <= FETCH1;
                        end
                        4'h4: begin
                            if (V[opcode[11:8]] != opcode[7:0])
                                pc <= pc + 4;
                            else 
                                pc <= pc + 2;
                            state <= FETCH1;
                        end
                        4'h8: begin
                            case(opcode[3:0])
                                4'h0: begin
                                    V[opcode[11:8]] <= V[opcode[7:4]];
                                    pc <= pc + 2;
                                    state <= FETCH1;
                                end
                                4'h1: begin
                                    V[opcode[11:8]] <= V[opcode[11:8]] | V[opcode[7:4]];
                                    pc <= pc + 2;
                                    state <= FETCH1;
                                end
                                4'h2: begin
                                    V[opcode[11:8]] <= V[opcode[11:8]] & V[opcode[7:4]];
                                    pc <= pc + 2;
                                    state <= FETCH1;
                                end
                                4'h3: begin
                                    V[opcode[11:8]] <= V[opcode[11:8]] & V[opcode[7:4]];
                                    pc <= pc + 2;
                                    state <= FETCH1;
                                end
                                4'h4: begin
                                    {V[15],V[opcode[11:8]]} <= V[opcode[7:4]] + V[opcode[11:8]];
                                    pc <= pc + 2;
                                    state <= FETCH1;
                                end
                                4'h5: begin
                                    {V[15],V[opcode[11:8]]} <= V[opcode[7:4]] - V[opcode[11:8]];
                                    pc <= pc + 2;
                                    state <= FETCH1;
                                end
                                4'h6: begin
                                    V[opcode[11:8]] <= V[opcode[7:4]];
                                    V[opcode[11:8]] <= V[opcode[11:8]] >> 1;
                                    pc <= pc + 2;
                                    state <= FETCH1;
                                end 
                                4'h7: begin
                                    {V[15],V[opcode[11:8]]} <= V[opcode[11:8]] - V[opcode[7:4]];
                                    pc <= pc + 2;
                                    state <= FETCH1;
                                end
                                4'hE: begin
                                    V[opcode[11:8]] <= V[opcode[7:4]];
                                    V[opcode[11:8]] <= V[opcode[11:8]] << 1;
                                    pc <= pc + 2;
                                    state <= FETCH1;
                                end                                
                            endcase
                        end
                        4'hA: begin 
                            I <= opcode[11:0];
                            pc <= pc + 2;
                            state <= FETCH1;
                        end
                        4'hB: begin
                            pc <= opcode[11:0];
                            V[opcode[11:8]] <= opcode[11:0];
                            state <= FETCH1;
                        end
                        4'hC: begin
                            V[opcode[11:8]] <= opcode[7:0] & $random;
                            pc <= pc + 2;
                            state <= FETCH1;
                        end
                        4'hE: begin
                            case(opcode[3:0])
                                4'hE: begin
                                    if (key_pressed[V[opcode[11:8]]])
                                        pc <= pc + 4;
                                    else
                                        pc <= pc + 2;
                                    state <= FETCH1;
                                end
                                4'h1: begin
                                    if (key_pressed[V[opcode[11:8]]] != 1)
                                        pc <= pc + 4;
                                    else
                                        pc <= pc + 2;
                                    state <= FETCH1;
                                end
                            endcase        
                        end    
                        4'hF: begin
                            case(opcode[7:0])
                                8'h07: begin
                                    V[opcode[11:8]] <= delay_timer;
                                    pc <= pc + 2;
                                    state <= FETCH1; 
                                end
                                8'h0A: begin        
                                    pc <= pc + 2;   
                                end                 
                                8'h15: begin
                                    delay_timer <= V[opcode[11:8]];
                                    pc <= pc + 2;
                                    state <= FETCH1;
                                end
                                8'h18: begin
                                    sound_timer <= V[opcode[11:8]];
                                    pc <= pc + 2;
                                    state <= FETCH1;
                                end
                                8'h1E: begin
                                    I <= I + V[opcode[11:8]];
                                    pc <= pc + 2;
                                    state <= FETCH1;
                                end
                                8'h29: begin         
                                    pc <= pc + 2;    
                                end                  
                                8'h33: begin         
                                    pc <= pc + 2;    
                                end                  
                                8'h55: begin
                                    i <= 0;
                                    state <= STORE;
                                end
                                8'h65: begin
                                    i <= 0;
                                    state <= RETRIEVE;
                                end 
                            endcase
                        end
                        4'hD: begin    
                        pc <= pc + 2;  
                        end            
                        default: begin
                            pc <= pc + 2;
                            state <= FETCH1;
                        end
                        4'h0: begin
                            case(opcode[3:0])
                                4'h0: begin
                                    pc <= pc + 2;
                                end 
                                4'hE: begin
                                    pc <= stack[pc_data - 1];
                                    pc_data <= pc_data - 1;
                                end
                            endcase     
                        end
                    endcase 
                end
                STORE: begin 
                    mem_addr_out <= I + i;
                    mem_data_out <= V[i];
                    mem_write <= 1;
                    if (i == opcode[11:8]) begin
                        pc <= pc + 2;
                        state <= FETCH1;
                    end else begin
                        i <= i+1;
                        state <= STORE;
                    end
                end
                RETRIEVE: begin
                    if(i <= opcode[11:8]) begin
                        mem_addr_out <= I + i;
                        mem_read <= 1;
                    end
                    else begin  
                        pc <= pc + 2;
                        state <= FETCH1;
                    end
                end
                RETRIEVE_WAIT: begin
                  V[i] <= mem_data_in;
                  i <= i + 1;
                  state <= RETRIEVE;  
                end                
            endcase
          end
        end
    endmodule
==> ./run.sh <==
#!/bin/bash
# OpenROAD 26Q1-2900-gdf79404cd8, Yosys 0.63+post, stock flow scripts
make -C /OpenROAD-flow-scripts/flow DESIGN_CONFIG=/design/flow/config.mk WORK_HOME=/design/flow/orfs finish
==> ./config.mk <==
export PLATFORM = sky130hd
export DESIGN_NAME = chip8_cpu
export DESIGN_NICKNAME = chip8_cpu
export VERILOG_FILES = /design/flow/design.v
export SDC_FILE = /design/flow/constraint.sdc
export NUM_CORES = 4
export LEC_CHECK = 1
export CORE_UTILIZATION = 30
==> ./constraint.sdc <==
current_design chip8_cpu

set clk_period 7.6
set clk_io_pct 0.2

create_clock -name clk0 -period $clk_period [get_ports {clk}]

set non_clock_inputs [all_inputs -no_clocks]
set_input_delay [expr $clk_period * $clk_io_pct] -clock clk0 $non_clock_inputs
set_output_delay [expr $clk_period * $clk_io_pct] -clock clk0 [all_outputs]
==> impl_metrics.json <==
{
  "status": "completed",
  "rsz0062_at_grt": "no",
  "critPathMaxFanout": 29,
  "postSynth.asyncResetShare_pct": 22.37,
  "reg2reg_depth": 17,
  "post-place-cells": 3350,
  "vias": 20090,
  "synthCells": 2285,
  "worst_setup_path_end_kind": "flop",
  "num_io_pins": 52,
  "n_fill_cell": 7877,
  "worst_pin_slew_ns": 0.9507,
  "dpl.hpwl_microns": 62130,
  "wl_per_cell_microns": 25.77,
  "hold-worst-slack_ns": 0.3472,
  "num_antenna_cells": 0,
  "endpoint": "V[2][7]",
  "worstSetupStartpointType": "flop",
  "die-height_microns": 288.7,
  "crit_start": "opcode[10]",
  "hold_buffers": 0,
  "cp_common_cell": "a21oi_1",
  "clock-sinks": 447,
  "grt_usage_pct": 22.02,
  "critPathArrivalTime_ns": 6.09,
  "r2r-start": "opcode[10]",
  "antenna_found_initial": 0,
  "leakage_nw": 9.599,
  "synth.distinct_cells": 99,
  "finalClockPeriodUsage_pct": 78.15,
  "rrSetupSlack_ns": 1.66,
  "dr.pass1.iters": 8,
  "drive_gt1_share_pct": 12.16,
  "die_w_microns": 288.7,
  "top_area_cell": "edfxtp_1",
  "fp_util_pct": 30.46,
  "combPwrFrac_pct": 0.7,
  "grt_max_degree": 55,
  "postSynthAreaPerCell_sq_um": 10.79,
  "clk_path_buf_depth": 3,
  "edf_count": 347,
  "required_ns": 7.75,
  "slew_violations": 0,
  "crit_family": "simple AND/OR/NAND/NOR gates",
  "p_sw_w": 0.001026,
  "rr_endpoint": "V[2][7]",
  "vias_per_cell": 5.848,
  "rows": 104,
  "ant_nets": 0,
  "drc": 0,
  "drv_cap": 0,
  "grt_pass1_wl_microns": 129600,
  "drt_wl_total_microns": 88540,
  "setup_viol": 0,
  "synth_flops": 447,
  "crit_type": "reg2reg",
  "ys_seq_share_pct": 52.43,
  "clkLatencyLatePin_ns": 0.63,
  "fin_setup_tns_ns": 0,
  "grt_pass1_vias": 19590,
  "cts_root_buffer": "clkbuf_16",
  "cp_num_cells": 17,
  "yosys-stat-area_sq_um": 24650,
  "worstPathCellList": "nor2b_1 -> a221oi_1 -> or2_2 -> o2111ai_4 -> and2_1 -> ha_1 -> a21o_1 -> a21oi_1 -> o21bai_1 -> a21oi_1 -> o21bai_1 -> a21oi_1 -> xnor2_1 -> inv_1 -> a21o_1 -> a221oi_1 -> nand2_1",
  "postCtsSetupRepairBufs": 0,
  "crit_path_top_delay_cell": "nor2b_1",
  "yosys_cells": 2285,
  "min_period_ns": 5.939,
  "pwr-share-seq_pct": 51.7,
  "min_path_type": "reg2reg",
  "cts_tree": "built",
  "cpPeakStageDelay_ns": 0.77,
  "post_cts_resized": 0,
  "synth_warnings": 5,
  "die-area_sq_um": 83330,
  "max_freq_mhz": 168.4,
  "final_util_pct": 35.06,
  "cts_made_buffers": 47,
  "pwr-share-clk_pct": 47.6,
  "power_w": 0.005037,
  "hold_viol_final": 0,
  "switching_share_pct": 20.37,
  "tool_warnings": 60,
  "powerDensity_nw_per_um2": 177.5,
  "slew_headroom_pct": 36.39,
  "cts.clk_slew.worst_paths_ns": 0.06,
  "intPower_w": 0.004011,
  "gp_congestion": 1.039,
  "vdd_ir_drop_max_mv": 0.1523,
  "clock_skew_ns": 0.05835,
  "ff_type": "edfxtp_1",
  "h-tree-depth": 2,
  "top_cells_by_area": "edfxtp_1 42%, dfrtp_1 9.9%, ha_1 3.7%, a21oi_1 3.1%, o21ai_0 3.1%",
  "portBuffers": 50,
  "coreArea_sq_um": 80940,
  "synth.top_cell.area_share_pct": 42.27,
  "crit_buf_inv": 1,
  "drtIter0Drc": 2028,
  "instances_no_fill": 3436,
  "grt-ovfl-total": 0,
  "syn-cell-area_sq_um": 24650,
  "syn_to_final_growth_pct": 15.09
}
==> flip-flops by register name (all words and copies together) (netlist names), 9 cells and up <==
| signal | flops |
|---|---|
| stack | 192 |
| mem_addr_out | 12 |
| opcode | 16 |
| V | 128 |
| pc | 12 |
| one_hz | 21 |
| I | 12 |
| state | 9 |
==> power by group through the flow <==
stage         logic [W]  clock network, W  registers, W
finish        0.0000348           0.00240       0.00260
global route  0.0000392           0.00253       0.00260
CTS           0.0000364           0.00244       0.00260
==> cells in the final DEF (no fill, tap or decap), drive strengths merged, types with 28 or more instances in the layout <==
cell,synthesis,routed
xor2,39,39
a21oi,155,155
nand4,30,30
o21ai,156,156
nand2,190,190
xnor2,46,46
nor3,28,28
dfrtp,98,98
a221oi,45,45
a22oi,74,74
edfxtp,347,347
a222oi,38,38
mux2i,39,39
buf,37,111
nor2,178,178
inv,62,64
ha,73,73
nand3,76,76
mux2,48,48
clkbuf,119,53
clkdlybuf4s50,0,50
==> cell families (layout without fill, tap and decap cells) <==
kind of cell    Yosys count  in the layout  share of synthesized area [%]
compound gates          705            705                          19.71
xor+xnor                 85             85                          3.050
fa+ha+maj                79             79                          4.192
buf+inv                 222            313                          3.624
flops                   447            447                          52.43
mux                      92             92                          4.248
other cells               1              1                        0.01521
simple gates            654            654                          12.74
==> how the worst min path moves through the flow <==
stage / from / endpoint / depth (start not counted)
4_1_cts: state[5] / state[3] / 0
5_1_grt: state[7] / state[2] / 0
6_report: state[7] / state[2] / 0
==> metrics by stage <==
stage / worst slack, ns / instance area (sq um)
floorplan: 2.176 / 24650
global placement: 1.936 / 26750
detailed placement: 1.854 / 26750
CTS: 1.816 / 28370
global route: 1.400 / 28370
finish: 1.661 / 28370
==> Yosys cell counts, types with 14 or more instances <==
master / number
nand2b_1: 21
nand3_1: 76
a211oi_1: 17
o21a_1: 16
nand4_1: 30
and3_1: 25
inv_1: 59
buf_1: 14
a22oi_1: 74
nor3_1: 28
a221oi_1: 44
xnor2_1: 45
buf_2: 18
clkbuf_1: 119
nor2_1: 177
nand3b_1: 21
a222oi_1: 38
a21oi_1: 154
mux2i_1: 39
ha_1: 73
nor2b_1: 24
dfrtp_1: 98
and2_1: 17
o21ai_0: 152
o22ai_1: 22
a22o_1: 18
o21bai_1: 17
xor2_1: 39
edfxtp_1: 347
a31oi_1: 26
nand2_1: 190
mux2_2: 47
==> area by class of cell <==
cell class | instances | area, sq um | share of cell area, %
multi-input combinational | 1616 | 10900 | 38.43
clock inverter | 33 | 427.9 | 1.508
sequential | 447 | 12930 | 45.56
timing repair buffer | 161 | 1334 | 4.701
clock buffer | 53 | 1199 | 4.224
tap | 1060 | 1326 | 4.674
inverter | 66 | 257.7 | 0.9084
==> per-layer routing <==
layer  share of wire, %  global-route usage, %  up-vias
li1                   -                      -     8851
met1                 40                  30.16     9770
met2                 42                  31.04     1273
met3                 14                  11.40      198
met4                3.7                  6.553        2
met5              0.043                  1.136        -
Power is estimated from default activity; no workload was simulated.
