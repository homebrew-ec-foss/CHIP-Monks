==> /design/flow/design.v <==
module mux(
input [3:0]	val,
output reg [6:0]	seg
);
	always @(*) begin
		case(val)		 
			4'd0	: seg <= 7'b0111111;
			4'd1	: seg <= 7'b0000110;
			4'd2	: seg <= 7'b1011011;
			4'd3	: seg <= 7'b1001111;
			4'd4	: seg <= 7'b1100110;
			4'd5	: seg <= 7'b1101101;
			4'd6	: seg <= 7'b1111101;
			4'd7	: seg <= 7'b0000111;
			4'd8	: seg <= 7'b1111111;
			4'd9	: seg <= 7'b1101111;
			4'd10	: seg <= 7'b1110111;  
			4'd11	: seg <= 7'b1111100;  
			4'd12	: seg <= 7'b0111001;  
			4'd13	: seg <= 7'b1011110;  
			4'd14	: seg <= 7'b1111001;  
			4'd15	: seg <= 7'b1110001;  
			default	: seg <= 7'b0000000; 
		endcase
	end
endmodule
module up_counter(
    input wire clk,
    input wire reset,
    input wire slow_clk,
    output wire [3:0] val,
    output wire [6:0] seg
);
    reg [3:0] count = 0;
    assign val = count;
    mux u0 (.val(count), .seg(seg));
    always @(posedge clk) begin
        if (reset)
            count <= 4'd0;
        else if (slow_clk)
            count <= (count == 4'd15) ? 4'd0 : count + 1;
    end
endmodule
==> /design/flow/run.sh <==
#!/bin/bash
# OpenROAD 26Q1-2900-gdf79404cd8, Yosys 0.63+post, stock flow scripts
make -C /OpenROAD-flow-scripts/flow DESIGN_CONFIG=/design/flow/config.mk WORK_HOME=/design/flow/orfs finish
==> /design/flow/config.mk <==
export PLATFORM = sky130hd
export DESIGN_NAME = up_counter
export DESIGN_NICKNAME = up_counter
export VERILOG_FILES = /design/flow/design.v
export SDC_FILE = /design/flow/constraint.sdc
export NUM_CORES = 4
export LEC_CHECK = 1
export CORE_AREA = 10 10 70 70
export DIE_AREA = 0 0 80 80
==> /design/flow/constraint.sdc <==
current_design up_counter

set clk_period 2.5
set clk_io_pct 0.2

create_clock -name clk0 -period $clk_period [get_ports {clk}]

set non_clock_inputs [all_inputs -no_clocks]
set_input_delay [expr $clk_period * $clk_io_pct] -clock clk0 $non_clock_inputs
set_output_delay [expr $clk_period * $clk_io_pct] -clock clk0 [all_outputs]
==> flow_summary.yaml <==
# yosys + openroad results
hold_path:
  min_path_type: "register to register"
place:
  globalplace.congestion: 0.792
  numPortBuffers: 13
  dpl_cell_area_um2: 627
  hpwlAfterDp_um: 946
cts:
  root_buffer: "clkbuf_4"
  cts_max_path_buffers: 2
  htreeDepth: 1
  post_cts_buffers: 0
  numCtsBuffers: 3
  cts_sinks: 4
  insertion_delay_ns: 0.23
  cts_tree: "built"
  ctsHoldBuffers: 0
  clkTransAtPathRegs_ns: 0.04
route:
  detail_route.iter0.violations: 19
  wirelength_um: 1130
  antenna_cells: 0
  route.detailed.drc: 0
  dr_total_vias: 415
  wl_per_cell_um: 9.66
  viasPerCell: 3.55
  first_pass_iters: 4
  antenna_left: 0
pwr:
  p_sw_share_pct: 26.8
  p_switching_mw: 0.0660
  vdd_ir_drop_max_uv: 122
  p_leak_nw: 0.264
  combPwrFrac_pct: 39.3
  pwr-share-seq_pct: 28.9
  p_total_mw: 0.246
  p_int_mw: 0.180
  p_clk_share_pct: 31.9
  power_density_nw_per_um2: 369
timing:
  finalHoldViolations: 0
  grt_setup_unrepaired: "false"
  tns_ns: 0
  layout_min_cycle_time_ns: 2.39
  finalSetupViolCount: 0
  max_clock_freq_ghz: 0.418
  min_period_over_period_pct: 95.7
  relSlewSlack_pct: 82.2
  skew_ns: 0.00155
  tightest_slew_ns: 0.266
  drv_slew: 0
synth:
  synth_area_um2: 435
  edf_count: 0
  ys_cells: 55
  top_area_cell: "ha_1"
  synthArstFlopShare_pct: 0
  ys_seq_elements: 4
  syn-mean-instance-area_um2: 7.92
  synth_cell_types: 23
  synthCells: 55
  common_cells: "8 x ha_1, 6 x inv_1, 6 x nor2_1"
  yosys_area_um2: 435
  ys.flop_type: "dfxtp_1"
  synth_seq_share_pct: 18.4
  top_cell: "ha_1"
  yosysWarningCount: 2
  top_cell_area_share_pct: 23.0
  top_cells_by_area: "ha_1 23%, dfxtp_1 18%, inv_1 5.2%"
critical_path:
  crit_path_max_fanout: 7
  required_ns: 2.00
  cp-start-kind: "register"
  crit_arrival_ns: 1.89
  crit_type: "register to output port"
  endpoint_kind: "output port"
layout:
  largest_reg_flops: 4
  top_register: "count"
  drive_gt1_share_pct: 19.7
  syn_to_final_growth_pct: 53.2
  regArea_um2: 82.6
  fillers: 385
  fin_area_um2: 667
  combGateArea_um2: 322
  top_regs: "count (4)"
job:
  warning_count: 32
  drv_cap: 0
grt:
  track_usage_pct: 3.54
  grt_pass1_wl_um: 1860
  grt_pass1_vias: 381
  grt_max_degree: 14
  overflow: 0
  antenna_found_initial: 0
floorplanning:
  dieWidth_um: 80
  fp.coreArea_um2: 3420
  fp_util_pct: 12.7
  num_rows: 21
  dieArea_um2: 6400
  ios: 14
  die_h_um: 80
outcome:
  outcome: "finished, final reports clean"
-- timing repair --
action	in CTS	in global routing
endpoints found under the setup margin	0	1
endpoints found under the hold margin	0	0
resized	0	6
-- path summary, 6_finish.rpt --
kind	startpoint	endpoint	slack (ns)	cells after the start
hold / removal	count[0]	count[0]	0.65	3
setup / recovery	count[0]	seg[3]	0.11	5
setup reg to reg	count[0]	count[1]	1.39	4
hold reg to reg	count[0]	count[0]	0.65	3
-- worst max-delay path, cell delays in order (launching register included) --
cell and delay, ns:
dfxtp_2 0.31, buf_4 0.16, ha_1 0.22, mux4_2 0.45
inv_1 0.06, clkdlybuf4s50_1 0.46
-- layout make-up --
cell class | count | area share (%)
clock buffer | 3 | 3.38
inverter | 6 | 3.38
multi-input combinational | 41 | 48.2
sequential | 4 | 12.4
tap | 46 | 8.63
timing repair buffer | 17 | 24.0
-- metrics by stage --
| stage | std cells | setup slack, ns | utilization, % | hold slack [ns] |
|---|---|---|---|---|
| after global placement | 114 | 0.295 | 18.4 | 0.631 |
| after detailed placement | 114 | 0.275 | 18.4 | 0.642 |
| final | 117 | 0.108 | 19.5 | 0.649 |
| after floorplan | 55 | 0.654 | - | 0.570 |
| after global routing | 117 | 0.0137 | 19.5 | 0.701 |
| after CTS | 117 | 0.0233 | 19.0 | 0.653 |
-- per-layer routing --
| metal | track usage [%] | share of wire [%] |
|---|---|---|
| met5 | 0 | 0 |
| met4 | 1.41 | 2.4 |
| met3 | 1.25 | 7.3 |
| met2 | 5.22 | 46 |
| met1 | 4.59 | 45 |
-- cells in the final DEF (no fill, tap or decap) --
master,count
o21bai_1,1
dfxtp_2,2
ha_2,1
dfxtp_1,2
nor2_1,6
mux4_2,1
nand4_1,1
o21ai_1,1
inv_2,2
nor2b_1,2
o21ai_0,3
a41o_1,1
clkbuf_4,3
clkdlybuf4s50_1,13
o32a_1,1
mux2i_1,1
ha_4,1
ha_1,6
nand2_1,4
xor2_1,2
nor3_1,2
a21oi_1,3
nand3_1,1
xnor2_1,1
a22oi_1,1
nand2b_1,1
buf_4,4
inv_1,4
-- kinds of logic after synthesis --
family / synth area share (%)
flip-flops: 18.4
AND/OR/NAND/NOR: 17.8
adder cells (fa/ha/maj): 23.0
AND-OR/OR-AND: 16.1
buffers and inverters: 11.2
XOR/XNOR: 6.04
multiplexers: 7.47
-- power groups by stage --
stage	combinational, mW	clock [mW]	sequential [mW]
4_1_cts	0.0938	0.0823	0.0698
6_report	0.0965	0.0784	0.0710
5_1_grt	0.110	0.0879	0.0713
Power figures rest on the tool's default switching activity, not on a simulated workload.
