==> ./design.v <==
module mux2 ( input wire [7:0] A, input wire [7:0] B, input wire sel, output wire [7:0] y);
    assign y = sel ? b : a;  
endmodule
module regfile2 ( input wire clk, input wire rst_n, input wire w, input wire reg_sel, input wire [7:0]  data_in, output wire [7:0] ra, output wire [7:0] rb );
    reg [7:0] reg0;
    reg [7:0] reg1;
    always @(posedge clk or negedge rst_n) begin  
        if (!rst_n) begin  
            reg0 <= 8'b0; 
            reg1 <= 8'b0; 
        end 
        else if (w) begin  
            if (reg_sel == 1'b0) begin 
                reg0 <= data_in;
            end 
            else begin  
                reg1 <= data_in;
            end
        end
    end
    assign ra = reg0;
    assign rb = reg1;
endmodule
module alu3 ( input wire [7:0]  operand_a, input wire [7:0]  operand_b, input wire [1:0]  opcode, output reg [7:0]  result );
    always @(*) begin
        case (opcode)
            2'b00: begin  
                result = operand_a + operand_b;
            end
            2'b01: begin  
                result = operand_a - operand_b;
            end
            2'b10: begin  
                result = operand_a & operand_b;
            end
            2'b11: begin  
                result = operand_a ^ operand_b;
            end
        endcase
end
endmodule
==> ./run.sh <==
#!/bin/bash
# OpenROAD 26Q1-2900-gdf79404cd8, Yosys 0.63+post, stock flow scripts
make -C /OpenROAD-flow-scripts/flow DESIGN_CONFIG=/design/flow/config.mk WORK_HOME=/design/flow/orfs finish
==> ./config.mk <==
export PLATFORM = sky130hd
export DESIGN_NAME = alu3
export DESIGN_NICKNAME = alu3
export VERILOG_FILES = /design/flow/design.v
export SDC_FILE = /design/flow/constraint.sdc
export NUM_CORES = 4
export LEC_CHECK = 1
export CORE_AREA = 10 10 70 70
export DIE_AREA = 0 0 80 80
==> ./constraint.sdc <==
current_design alu3

set clk_period 4.7
set clk_io_pct 0.2

create_clock -name clk0 -period $clk_period

set non_clock_inputs [all_inputs -no_clocks]
set_input_delay [expr $clk_period * $clk_io_pct] -clock clk0 $non_clock_inputs
set_output_delay [expr $clk_period * $clk_io_pct] -clock clk0 [all_outputs]
==> impl_metrics.py <==
# Metrics from the implementation run
metrics = {
    "status": {
        "outcome": "completed",
    },
    "finish": {
        "fill_cells": 364,
        "register_area_um2": 0,
        "area_growth_pct": 48.53,
        "drive_above_1_share_pct": 10.08,
        "clkbuf_count": 0,
        "design.seq.count": 0,
        "finish.utilization_pct": 31.50,
    },
    "min_path": {
        "min_to": "result[0]",
        "hold_depth": 4,
        "hold_path.class": "input port to output pin",
        "min_from": "operand_b[0]",
    },
    "detailed_routing": {
        "viasPerCell": 4.297,
        "drc": 0,
        "first_pass_iters": 4,
        "wirelength_um": 1857,
        "vias": 709,
        "final_antenna_net_count": 0,
        "drtIter0Drc": 21,
        "avgRoutedWirePerCell_um": 11.25,
        "n_antenna_cell": 0,
    },
    "clocking": {
        "cts_hold_buf": 0,
    },
    "global_route": {
        "antenna_found_initial": 0,
        "grt_pass1_vias": 718,
        "track_usage_pct": 6.052,
        "grt_overflow": 0,
        "grt_max_degree": 18,
        "grt_pass1_wl_um": 3312,
    },
    "floorplanning": {
        "row_count": 21,
        "dieArea_um2": 6400,
        "ios": 26,
        "die_h_um": 80,
        "initial_core_util_pct": 21.21,
        "die_x_um": 80,
        "coreArea_um2": 3416,
    },
    "placed_design": {
        "io_buffers": 26,
        "dp_slack_ns": 0.05256,
        "gp_congestion": 0.8047,
        "dp_hpwl_um": 1628,
    },
    "timing": {
        "maxSlewHeadroom_pct": 82.84,
        "setup_viol": 0,
        "setup_tns_ns": 0,
        "min_period_ns": 4.537,
        "setup_ws_ns": 0.1626,
        "fin_crit_sh_pct": 96.54,
        "rsz0062_at_grt": "no",
        "drv_slew": 0,
        "hold_viol": 0,
        "max_freq_mhz": 220.4,
        "tightest_slew_ns": 0.2538,
    },
    "job": {
        "warnings": 33,
        "max-cap-violations": 0,
    },
    "synth": {
        "yosys_area_um2": 724.4,
        "synthesis.area_um2": 724.4,
        "ys_cells": 91,
        "postSynthSeqShare_pct": 0,
        "avgSynthCellArea_um2": 7.961,
        "yosysWarnings": 1,
        "syn_inst": 91,
        "yosysUniqueCellTypes": 30,
    },
    "worst_setup_path": {
        "worstPathArrival_ns": 3.60,
        "max_stage_delay_ns": 0.50,
        "crit_slowest_cell": "clkdlybuf4s50_1",
        "crit_type": "input port to output pin",
        "cp_cell_sequence": "clkdlybuf4s50_1 > nor2b_4 > nor2_1 > xnor2_1 > ha_1 > a21o_1 > a21o_2 > a21oi_1 > or4b_1 > nand3_1 > clkdlybuf4s50_1",
        "endpoint_kind": "output pin",
        "worstPathRequired_ns": 3.76,
        "cpMostUsedCell": "clkdlybuf4s50_1",
        "cp_top_family": "buffers and inverters",
        "critPathMaxFanout": 5,
        "critPathBufInv": 2,
        "start_kind": "input port",
    },
    "power": {
        "p_clk_share_pct": 0,
        "pwr-share-seq_pct": 0,
        "ir_worst_vdd_mv": 0.04877,
        "pwr_density_cell_nw_per_um2": 135.1,
        "p_int_uw": 86.18,
        "power_uw": 145.4,
        "leakagePower_uw": 0.0005001,
        "switching_power_uw": 59.25,
        "combinationalPowerShare_pct": 100.0,
        "switching_share_pct": 40.74,
    },
}
layout by cell type, fill, tap and decap left out, types with 2 or more instances in the layout:
cell type        count
nand2_1              2
a21o_1               3
nor2_1               9
buf_4                6
mux2i_1              6
dlymetal6s2s_1       2
xnor2_1              8
a21oi_1              9
a31oi_1              4
clkdlybuf4s50_1     24
xor2_1               4
ha_1                16
inv_1                7
worst min-delay path, delay by kind of cell:
family,cells,cell delay (ns)
AOI/OAI and AO/OA,1,0.05
adders and majority gates,1,0.14
buffers and inverters,2,0.56
cells by family (layout without fill, tap and decap cells):
kind of cell,count (synthesis),after routing,synth area share (%)
and+or+nand+nor,22,22,17.45
AOI/OAI and AO/OA,21,21,18.13
adders and majority gates,17,17,30.40
muxes,8,8,11.23
xor gates and xnor gates,12,12,14.51
buffers and inverters,11,39,8.290
routing by layer:
layer,track usage (%),vias up,wire [µm]
met2,10.27,15,805
met1,8.449,308,976
met3,0.6818,0,76
met5,0,-,0
met4,0,0,0
li1,-,386,-
worst max path at each step:
stage                   startpoint        end  slack [ns]  cells after the start
after CTS             operand_b[0]  result[6]        0.03                     11
after global routing     opcode[0]  result[7]       0.009                     12
final                    opcode[0]  result[6]        0.16                     11
per-stage QoR:
| stage | instances | instance area, µm² | hold slack [ns] |
|---|---|---|---|
| after floorplan | 91 | 724.4 | 2.007 |
| after global placement | 164 | 1046 | 2.949 |
| after detailed placement | 164 | 1046 | 2.951 |
| after CTS | 164 | 1046 | 2.960 |
| after global routing | 165 | 1076 | 2.714 |
| final | 165 | 1076 | 2.641 |
Yosys cell counts, drive strengths merged (2+ instances only):
| master | n | share of area (%) |
|---|---|---|
| ha | 16 | 28 |
| nand2 | 2 | 1.0 |
| xnor2 | 8 | 9.7 |
| nor2 | 9 | 4.7 |
| mux2i | 7 | 9.7 |
| a21oi | 9 | 6.2 |
| inv | 7 | 3.6 |
| buf | 3 | 4.1 |
| a31oi | 4 | 3.5 |
| xor2 | 4 | 4.8 |
| a21o | 4 | 4.3 |
| nor3 | 2 | 1.4 |
cell type report:
cell class | instances | area [µm²] | area share [%]
Multi-Input combinational cell | 80 | 681.9 | 63.37
Timing Repair Buffer | 32 | 310.3 | 28.84
Tap cell | 46 | 57.56 | 5.349
Inverter | 7 | 26.28 | 2.442
power by group through the flow:
stage,sequential (µW),clock [µW],combinational (µW)
after CTS,0,0,145
after global routing,0,0,165
final,0,0,145
repair_timing:
item / 4_1_cts / 5_1_grt
setup buffers: 0 / 1
resized: 0 / 5
endpoints found under the hold margin: 0 / 0
setup endpoints to repair: 0 / 2
No activity file was given, so power comes from the tool's default toggle rates.
